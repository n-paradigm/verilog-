`flow/run.sh`:
```
#!/bin/bash
# OpenROAD 26Q1-2900-gdf79404cd8, Yosys 0.63+post, stock flow scripts
make -C /OpenROAD-flow-scripts/flow DESIGN_CONFIG=/design/flow/config.mk WORK_HOME=/design/flow/orfs finish
```
`flow/config.mk`:
```
export PLATFORM = sky130hd
export DESIGN_NAME = main_control
export DESIGN_NICKNAME = main_control
export VERILOG_FILES = /design/flow/design.v
export SDC_FILE = /design/flow/constraint.sdc
export NUM_CORES = 4
export LEC_CHECK = 1
export CORE_UTILIZATION = 30
```
`flow/constraint.sdc`:
```
current_design main_control

set clk_period 8.5
set clk_io_pct 0.2

create_clock -name clk0 -period $clk_period [get_ports {clk}]

set non_clock_inputs [all_inputs -no_clocks]
set_input_delay [expr $clk_period * $clk_io_pct] -clock clk0 $non_clock_inputs
set_output_delay [expr $clk_period * $clk_io_pct] -clock clk0 [all_outputs]
```
`flow/design.v`:
```
module main_control(
    input clk,                 
    input rst_n,
    input [3:0] key_value,
    input key_valid,           
    input pwd_match,
    input key_lock,
    input setting_done,
    output reg[2:0] flag,
    output reg led1,
    output reg led2,
    output reg led3,
    output reg buzzer,
    output reg safe_open,
    output reg setting_en,
    output reg error_flag,
    output reg show_erro
);
reg [3:0] state;
parameter IDLE = 4'b0000;
parameter INPUT = 4'b0001;
parameter CORRECT = 4'b0010;
parameter ERROR = 4'b0011;
parameter SETTING = 4'b0100;
parameter SET_SUCCESS = 4'b0101;
parameter SET_ERROR = 4'b0110;
parameter SET_freeze = 4'b0111;
parameter KEYA = 4'b1010;
parameter KEYB = 4'b1011;
parameter KEYC = 4'b1101;
parameter KEYD = 4'b1110;
reg key_valid_d1, key_valid_d2, key_valid_d3;
wire key_valid_sync;   
always @(posedge clk or negedge rst_n) begin
    if (!rst_n) begin
        key_valid_d1 <= 1'b0;
        key_valid_d2 <= 1'b0;
        key_valid_d3 <= 1'b0;
    end else begin
        key_valid_d1 <= key_valid;
        key_valid_d2 <= key_valid_d1;
        key_valid_d3 <= key_valid_d2;
    end
end
assign key_valid_sync = key_valid_d2 & ~key_valid_d3;
reg [19:0] beep_cnt;
wire beep_active;
parameter BEEP_DURATION = 20'd500;  
always @(posedge clk or negedge rst_n) begin
    if (!rst_n) begin
        beep_cnt <= 20'd0;
    end else if (key_valid_sync && state != SET_freeze) begin
        beep_cnt <= BEEP_DURATION;
    end else if (beep_cnt > 0) begin
        beep_cnt <= beep_cnt - 1'b1;
    end
end
assign beep_active = (beep_cnt > 0);
reg buzzer_error;
always @(posedge clk or negedge rst_n) begin
    if (!rst_n) begin
        buzzer <= 1'b0;
    end else begin
        if (state == SET_freeze)
            buzzer <= 1'b1;
        else if (buzzer_error)
            buzzer <= 1'b1;
        else if (beep_active)
            buzzer <= 1'b1;
        else
            buzzer <= 1'b0;
    end
end
always @(posedge clk or negedge rst_n) begin
    if(!rst_n) begin
        state <= IDLE;
        led1 <= 1'b1;
        led2 <= 1'b1;
        led3 <= 1'b1;
        buzzer_error <= 1'b0;
        safe_open <= 1'b0;
        setting_en <= 1'b0;
        error_flag <= 1'b0;
        show_erro <= 1'b0;
        flag <= 3'b000;
    end else begin
        case(state)
            IDLE: begin
                if(key_valid_sync && (key_value >= 4'b0000 && key_value <= 4'b1001)) begin
                    state <= INPUT;
                    error_flag <= 1'b0;
                end else if(key_valid_sync && key_value == KEYD) begin
                    state <= SETTING;
                    setting_en <= 1'b1;
                    led3 <= 1'b0;
                end else begin
                    state <= IDLE;
                end
                led1 <= 1'b1;
                led2 <= 1'b1;
                buzzer_error <= 1'b0;
                safe_open <= 1'b0;
                show_erro <= 1'b0;
            end
            INPUT: begin
                if(key_valid_sync && key_value == KEYA && ~setting_en) begin
                    if(pwd_match) begin
                        state <= CORRECT;
                        led1 <= 1'b0;
                        led2 <= 1'b1;
                        buzzer_error <= 1'b0;
                    end else begin
                        state <= ERROR;
                        led1 <= 1'b1;
                        led2 <= 1'b0;
                        buzzer_error <= 1'b1;
                        error_flag <= 1'b1;
                        show_erro <= 1'b1;
                    end
                end else if(key_valid_sync && key_value == KEYC) begin
                    state <= IDLE;
                end else begin
                    state <= INPUT;
                end
                safe_open <= 1'b0;
                setting_en <= 1'b0;
                led3 <= 1'b1;
            end
            CORRECT: begin
                if(key_lock) begin
                    safe_open <= 1'b1;
                end else begin
                    safe_open <= 1'b0;
                end
                if(key_valid_sync && key_value == KEYC) begin
                    state <= IDLE;
                    led1 <= 1'b1;
                    show_erro <= 1'b0;
                end else begin
                    state <= CORRECT;
                end
                led2 <= 1'b1;
                buzzer_error <= 1'b0;
                setting_en <= 1'b0;
                led3 <= 1'b1;
            end
            ERROR: begin
                if(key_valid_sync && (key_value == KEYC || key_value == KEYB)) begin
                    state <= IDLE;
                    led2 <= 1'b1;
                    buzzer_error <= 1'b0;
                    show_erro <= 1'b1;
                    flag <= flag + 1;
                end else if(flag >= 3'h3) begin
                    state <= SET_freeze;
                end else begin
                    state <= ERROR;
                end
                led1 <= 1'b1;
                safe_open <= 1'b0;
                setting_en <= 1'b0;
                led3 <= 1'b1;
            end
            SETTING: begin
                setting_en <= 1'b1;
                buzzer_error <= 1'b0;
                if(setting_done == 1'b1)
                    state <= IDLE;
            end
            SET_freeze: begin
                led1 <= ~led1;
                led2 <= ~led2;
                led3 <= ~led3;
                show_erro <= 1'b1;
                state <= SET_freeze;
            end
            default: state <= IDLE;
        endcase
    end
end
endmodule
```
==> notes.md <==
The run has ended; figures from its reports follow.

At the pin with the least slew margin, the transition time is 0.572 ns. According to the report, the first pass of detailed routing completed in 4 iterations. Entering global routing, the biggest net connects approximately 42 pins.

The warning total across the stage logs is 26. The via density per instance is 4.95. The layout summary lists the proportion of cells stronger than drive strength 1 as 9.40%. The clock edge transition at the registers on the reported setup and hold paths came out at 0.07 ns.

For this design the ratio of total power to cell area is approximately 230 mW/mm2. The number of antenna violations at the first check in global routing was 0. The worst reg2reg path endpoint is beep_cnt[17]$_DFFE_PN0P_. The run finished with clean final reports. The tally of yosys warning messages is 1. Per the synthesis report, the dominant area consumer among library cells is sky130_fd_sc_hd__dfrtp_1. Global route summary, busiest routing layer listed as met1. The global routing report lists met3 layer usage as under 10%. The registers reported with the highest flop counts are beep_cnt: 20 flops, state: 6 flops, flag: 3 flops. The layout overhead on the synthesized area came out at 17.5%. The via count of the first global-routing pass is between 1.5k and 2k. The post-cts hold-fix buffer tally is 0. The depth of the worst register-to-register path is 5. STA reports a reg2reg setup slack of around 6.2 ns. The maximum buffer depth of the clock tree is 2. The fmax came out at just under 300 MHz. The async set-or-reset flop fraction in the synthesized netlist is 100%.

The total of buffers placed on input and output ports came out at 20. The via count came out at around 1.6k. For this run, design rule violations remaining after detail routing come to 0.

STA classifies the critical path endpoint as a flip-flop. The CTS sink count is between 40 and 50. For reference, the final report shows the hold violation count at 0. The path class of the tightest hold or removal check is flip-flop to flip-flop.

The global-route met2 utilization is 18.5%. The data arrival time of the critical path is ~3.6 ns. Leaving out buffers and inverters, the combinational logic in the layout accounts for 0.00100 mm2. met1 track demand over resource after global routing is about 20%. The number of standard cells reported by yosys came out at ~210. The die covers roughly 0.0074 mm2. The global-route wire length before repair is 7.30 mm.

The critical-path maximum fanout is 7. The worst setup path is launched from an input pin. The number of flip-flops under the largest register name came out at 20.

The post-synth tally of flip-flops with integrated enable came out at 0. For the worst min-delay path, the startpoint reported by OpenROAD is key_valid_d1$_DFF_PN0_. The clock period minus worst slack is ~3.4 ns. The starting utilization of the core area came out at ~31%. Per the synthesis report, the number of distinct cell types is 54. The startpoint of the most critical register-to-register path is beep_cnt[4]$_DFFE_PN0P_.

The core region is roughly 0.0068 mm2. The sequential area share after synthesis came out at about half. The wire length per cell after detailed routing is 12.6 um. The area used by sequential logic in the layout is between 0.001 and 0.0015 mm2. The cell row count came out at 30. The area share of the largest cell type after synthesis came out at a little over two fifths. Global routing used 12.5% of the available tracks.

The final core area utilization is a little over a third. Setup repair after global routing left no endpoint under its margin. The clock insertion delay at the later pin of the skew report came out at roughly 0.29 ns. Looking at the cell usage after synthesis, the top flip-flop cell is sky130_fd_sc_hd__dfrtp_1. The clock tree from TritonCTS is yes. The layout filler cell count is about 670. Between clock sinks in the finished design, the worst skew comes to a little over 0.006 ns.

The post-synthesis cell type with the largest instance count is sky130_fd_sc_hd__dfrtp_1. Of the available clock period, the critical path in the final layout requires about two fifths. Looking at the hold checks, the worst path lands on key_valid_d2$_DFF_PN0_. The violation tally from detailed-route iteration zero came out at 111. The post-synth register bit count is between 40 and 50. Per the post-route antenna check, the number of violating nets is 0. The die height is between 80 and 90 um.

Endpoints with negative setup slack in the final report add up to 0. The sum of negative setup slack is 0 ns. Wires add up to between 4 and 5 mm. The maximum VDD drop is just under 0.1 mV. The maximum level of the CTS H-tree is 2.

Sorting the synthesized cells by how often they occur yields 37 x sky130_fd_sc_hd__dfrtp_1, 16 x sky130_fd_sc_hd__nand2_1, 14 x sky130_fd_sc_hd__o21ai_0, 13 x sky130_fd_sc_hd__nor2_1, 12 x sky130_fd_sc_hd__a21oi_1. In this run the post-CTS setup repair buffer count came out at 0. The synthesized netlist handed to floorplanning was reported with a cell count of 214.

Clock tree synthesis inserted a total of 5 buffers. Once layout is complete, the cells apart from fillers number roughly 330. The type of the worst setup path is input pin to flip-flop. The worst slew slack as a fraction of its limit is approximately three fifths.

The synthesis report lists the most area-consuming cells as sky130_fd_sc_hd__dfrtp_1 44%, sky130_fd_sc_hd__dfstp_2 5.0%, sky130_fd_sc_hd__or4_1 3.6%. In the final report, the number of pins over their slew limit comes to 0. Ranked by flip-flop count, first place goes to beep_cnt. The total instance count after detailed placement came out at 322.

The number of gates given a new drive strength after cts is 0. The total congestion overflow came out at 0. The mean instance size in the synthesized netlist is 9.86 um2. The total leakage power came out at roughly 1.0 nW.

RePlAce ended its routability-driven mode at a weighted congestion of 0.843. CTS placed an instance of sky130_fd_sc_hd__clkbuf_8 at the clock tree root. The number of top-level design ports came out at 21. The count of maximum capacitance violations came out at 0.

The number of diodes came out at 0. The synthesized netlist occupies a cell area of about 0.0021 mm2. The required time of the critical path came out at a little under 9 ns. The number of cells on the worst hold path is listed as 0. In this run the horizontal extent of the chip is around 86 um.

The synthesized chip area reported by yosys came out at 0.00211 mm2. In the placement report, post-DP HPWL is listed as ~2.8 mm.
-- metal layers --
| layer | routed length, um | part of all wire (%) |
|---|---|---|
| met1 | 2130 | 51 |
| met2 | 1770 | 42 |
| met3 | 178 | 4.3 |
| met4 | 82 | 2.0 |
| met5 | 0 | 0 |
-- how the worst max path moves through the flow --
stage / endpoint / start
5_1_grt: buzzer_error$_DFFE_PN0P_ / key_value[0]
6_report: buzzer_error$_DFFE_PN0P_ / key_value[0]
4_1_cts: buzzer_error$_DFFE_PN0P_ / key_value[0]
-- layout by cell type, fill, tap and decap left out, drive strengths merged, types with 2 or more instances in the layout --
cell	Yosys	final
nor2	13	13
o31ai	3	3
clkdlybuf4s50	0	19
inv	9	9
or3	7	7
a21oi	12	12
a211oi	3	3
nand2	16	16
buf	3	2
a31oi	4	4
o211ai	4	4
clkbuf	6	8
o21ai	16	16
mux2	2	2
dfstp	4	4
or4	10	10
ha	4	4
nor4	6	6
mux2i	3	3
nand4	2	2
nand4b	2	2
xor2	7	7
xnor2	3	3
nand3	7	7
nor3	9	9
dfrtp	37	37
-- critical path, cell delays in order --
cell	delay [ns]
sky130_fd_sc_hd__clkdlybuf4s50_1	0.49
sky130_fd_sc_hd__nor4b_1	0.34
sky130_fd_sc_hd__nand2_1	0.19
sky130_fd_sc_hd__nor3b_1	0.45
sky130_fd_sc_hd__a2bb2oi_1	0.13
sky130_fd_sc_hd__o32ai_1	0.28
-- stage by stage --
step	total power, mW	hold slack, ns	area, um2	worst slack (ns)
global route	0.616	0.361	2480	4.90
finish	0.571	0.352	2480	5.11
CTS	0.578	0.357	2480	5.15
global placement	0.444	0.338	2390	4.88
floorplan	0.390	0.331	2110	5.53
detailed placement	0.444	0.341	2390	4.86
-- where the power goes --
group	internal, mW	switching (mW)
Sequential	0.237	0.0449
Clock	0.0662	0.0636
Combinational	0.0786	0.0809
Total	0.381	0.189
-- layout make-up --
class	count	share of cell area, %
Clock buffer	8	3.63
Inverter	9	1.36
Multi-Input combinational cell	155	40.4
Sequential cell	41	41.6
Tap cell	96	4.84
Timing Repair Buffer	21	8.17
-- cells by family (layout without fill, tap and decap cells) --
family / Yosys count / count (layout) / synth area share [%]
AND-OR/OR-AND: 54 / 54 / 16.5
XOR/XNOR: 10 / 10 / 4.15
adder cells (fa/ha/maj): 4 / 4 / 2.37
buffers and inverters: 18 / 38 / 3.62
flip-flops: 41 / 41 / 48.8
multiplexers: 5 / 5 / 2.49
AND/OR/NAND/NOR: 82 / 82 / 22.1
Power figures rest on the tool's default switching activity, not on a simulated workload.
