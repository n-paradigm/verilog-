$ cat /design/flow/run.sh
#!/bin/bash
# OpenROAD 26Q1-2900-gdf79404cd8, Yosys 0.63+post, stock flow scripts
make -C /OpenROAD-flow-scripts/flow DESIGN_CONFIG=/design/flow/config.mk WORK_HOME=/design/flow/orfs finish
$ cat /design/flow/config.mk
export PLATFORM = sky130hd
export DESIGN_NAME = frequency_divider
export DESIGN_NICKNAME = frequency_divider
export VERILOG_FILES = /design/flow/design.v
export SDC_FILE = /design/flow/constraint.sdc
export NUM_CORES = 4
export LEC_CHECK = 1
export CORE_UTILIZATION = 30
$ cat /design/flow/constraint.sdc
current_design frequency_divider

set clk_period 3.2
set clk_io_pct 0.2

create_clock -name clk0 -period $clk_period [get_ports {sys_clk}]

set non_clock_inputs [all_inputs -no_clocks]
set_input_delay [expr $clk_period * $clk_io_pct] -clock clk0 $non_clock_inputs
set_output_delay [expr $clk_period * $clk_io_pct] -clock clk0 [all_outputs]
$ cat /design/flow/design.v
module frequency_divider(
    input        sys_clk,     
    input        rst_n,         
    output reg   clk_1khz,       
    output reg   clk_100hz,     
    output reg   clk_1hz       
);
reg [24:0] cnt_1hz;    
reg [20:0] cnt_100hz;  
reg [17:0] cnt_1khz;   
always @(posedge sys_clk or negedge rst_n) begin
    if (!rst_n) begin          
        cnt_1khz <= 17'd0;
        clk_1khz <= 1'b0;
    end else if (cnt_1khz >= 17'd24999) begin   
        cnt_1khz <= 17'd0;
        clk_1khz <= ~clk_1khz;
    end else begin
        cnt_1khz <= cnt_1khz + 1'b1;
    end
end
always @(posedge sys_clk or negedge rst_n) begin
    if (!rst_n) begin
        cnt_100hz <= 20'd0;
        clk_100hz <= 1'b0;
    end else if (cnt_100hz >= 20'd249999) begin
        cnt_100hz <= 20'd0;
        clk_100hz <= ~clk_100hz;
    end else begin
        cnt_100hz <= cnt_100hz + 1'b1;
    end
end
always @(posedge sys_clk or negedge rst_n) begin
    if (!rst_n) begin
        cnt_1hz <= 24'd0;
        clk_1hz <= 1'b0;
    end else if (cnt_1hz >= 24'd24999999) begin
        cnt_1hz <= 24'd0;
        clk_1hz <= ~clk_1hz;
    end else begin
        cnt_1hz <= cnt_1hz + 1'b1;
    end
end
endmodule
==> ci_impl_report.md <==
## PnR job results

| Metric | Value |
|---|---|
| # rows | 36 |
| Status | complete, no violations |
| Tmin final | 2040 ps |
| First-pass detailed-route iteration total | 4 |
| FF-to-FF setup slack | 1160 ps |
| Count of input and output buffers | 4 |
| Via count | around 2100 |
| Routed len/inst | 11.2 um |
| Final Hold Violation Tally | 0 |
| DRT Wirelength | 5.19 mm |
| Post-route clock period utilization | 63.8% |
| Area leader, netlist | dfrtp_1 |
| Top cells excl fill/tap | nor2_1 (67), dfrtp_1 (67), xor2_1 (27), xnor2_1 (24), nand3_1 (21) |
| Slew Limit Fails | 0 |
| Seq share, synth | a little over half |
| Tightest Pin Transition | between 700 and 800 ps |
| Max Cap Viol | 0 |
| H-tree Lvls | 3 |
| First-pass GRT wire length | ~9.6 mm |
| RSZ-0062 raised after global routing | false |
| Finished Layout Cells | 463 |
| Worst Path Max Fanout | 22 |
| Ys cells | 309 |
| Max-area cell share | approximately 53% |
| Iter 0 DRT Violations | 53 |
| Maximum vdd drop | 0.263 mV |
| Chip width | 104 um |
| Synth top area cells | dfrtp_1 (53%), nor2_1 (8.0%), xor2_1 (7.5%) |
| Share of layout cells above drive strength 1 | 7.27% |
| Dominant register cell | dfrtp_1 |
| P&R area growth vs syn | 12.1% |
| CTS tree | yes |
| Synthesis area per yosys | 3140 um^2 |
| Max Buffers Root-to-Sink | 2 |
| Final instance area | 3520 um^2 |
| Worst Path Arrival | between 2000 and 2500 ps |
| Drc violations | 0 |
| Type of destination of the critical path | flop |
| Critical Path RT | 3380 ps |
| Warnings, synthesis | 2 |
| GRT Residual Overflow | 0 |
| Core box area | 9950 um^2 |
| Async set-or-reset flop fraction in the synthesized netlist | 100% |
| Height of the chip | roughly 100 um |
| Number of enable flip-flop cells | 0 |
| Placed Instances | 447 |
| Worst setup SP type | flop |
| Synth cell types | 38 |
| Setup TNS | 0 ps |
| Leak | approximately 1.4 nW |
| Post-CTS setup buffer count | 0 |
| GRT Total Usage | 10.8% |
| Post-CTS sizing | 0 |
| Mapped cell area | 3140 um^2 |
| Worst Skew | 9.28 ps |
| Post-route ant nets | 0 |
| CTS buffer count | 9 |
| WS Path Type | flop to flop |
| CTS sink count | 67 |
| Die ar. | 10900 um^2 |
| Synthesized flop and latch total | 67 |
| Detailed Place HPWL | 3.41 mm |
| Fp_density | 31.5% |
| Largest net degree at the start of global routing | 37 |
| Final Setup Violations | 0 |
| Clk pin slew, worst setup/hold paths | around 70 ps |
| Path type of the worst min-delay path | input pin to async pin |
| Routability Congestion | 0.860 |
| Root buffer selected by CTS | clkbuf_8 |
| Via density | 4.54 |
| FMAX | 490 MHz |
| N_diodes | 0 |
| OpenROAD warning count | 25 |
| Hold Buf Count CTS | 0 |
| Placement Cell Area | 3330 um^2 |
| Syn avg cell area | 10.2 um^2 |
| Max-slew headroom | 48.3% |
| # IOs | 5 |
| Initial antenna violation count | 0 |
| Syn Inst Count | 309 |
| Pwr dens | approximately 470 nW/um^2 |
| Clock insertion delay at the later pin of the skew report | 340 ps |
| Via count of the first global-routing pass | 2066 |
-- cell usage after synthesis, types with 2 or more instances --
master,number
a21oi_1,3
xor2_1,27
nor4_1,5
buf_2,6
inv_1,4
nand2_1,15
nor2_1,67
a31oi_1,2
nand2b_1,2
and2_1,3
nor3_1,7
dfrtp_1,67
and4_1,5
xnor2_1,24
nand4_1,14
o21ai_0,4
ha_1,3
and3_1,10
nand3_1,21
o21ai_1,2
-- flip-flops by register name, indices dropped and copies added, names as in the netlist --
signal	cells
cnt_1hz	25
cnt_100hz	21
cnt_1khz	18
clk_100hz	1
clk_1hz	1
clk_1khz	1
-- critical path, stage by stage, from the launching register on --
cell and delay (ps):
dfrtp_1 420, and3_1 210, and2_1 170, a31oi_1 260
nand2_1 520, xor2_1 300
-- through the flow --
step	util (%)	total power [mW]	setup slack, ps	hold WS [ps]
detailed placement	33.4	0.988	1230	450
floorplan	-	0.928	1520	344
finish	35.4	1.65	1160	368
global placement	33.4	0.987	1260	436
global route	35.4	1.73	1040	438
CTS	35.4	1.68	1200	401
-- cell families (layout without fill, tap and decap cells) --
| kind of cell | Yosys count | count (layout) | share of synthesized area (%) |
|---|---|---|---|
| flip-flops | 67 | 67 | 53.4 |
| buffers and inverters | 12 | 26 | 2.27 |
| AND/OR/NAND/NOR | 158 | 158 | 25.3 |
| XOR/XNOR | 51 | 51 | 14.2 |
| multiplexers | 1 | 1 | 0.319 |
| other | 1 | 8 | 0.119 |
| AND-OR/OR-AND | 16 | 16 | 3.19 |
| adder cells (fa/ha/maj) | 3 | 3 | 1.20 |
-- power breakdown --
group	switching, mW	internal [mW]	total [mW]	leakage (nW)
Sequential	0.0171	0.874	0.891	0.909
Combinational	0.0348	0.0439	0.0787	0.433
Clock	0.304	0.377	0.681	0.0991
-- cell type report --
type	instances	area, um^2
Fill cell	961	6430
Clock inverter	5	52.6
Timing Repair Buffer	6	50.0
Clock buffer	11	141
Sequential cell	67	1680
Inverter	4	15.0
Multi-Input combinational cell	237	1420
Tap cell	133	166
-- metal layers --
metal	track usage [%]	up-vias	share of wire (%)
met5	0	-	0
met4	1.43	0	1.5
met3	3.00	8	4.2
met2	15.2	30	41
met1	17.2	983	53
li1	-	1079	-
-- final timing paths --
kind	start	end	cells after the start
worst max-delay path	cnt_1hz[18]$_DFF_PN0_	clk_1hz$_DFFE_PN0N_	5
worst min-delay path	rst_n	cnt_1hz[8]$_DFF_PN0_	1
worst max register to register	cnt_1hz[18]$_DFF_PN0_	clk_1hz$_DFFE_PN0N_	5
worst min register to register	cnt_1khz[0]$_DFF_PN0_	cnt_1khz[0]$_DFF_PN0_	1
max in group asynchronous	rst_n	cnt_1khz[4]$_DFF_PN0_	2
min in group clk0	cnt_1khz[0]$_DFF_PN0_	cnt_1khz[0]$_DFF_PN0_	1
No activity file was given, so power comes from the tool's default toggle rates.
