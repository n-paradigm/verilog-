$ cat flow/config.mk
export PLATFORM = sky130hd
export DESIGN_NAME = admin_detector
export DESIGN_NICKNAME = admin_detector
export VERILOG_FILES = /design/flow/design.v
export SDC_FILE = /design/flow/constraint.sdc
export NUM_CORES = 4
export LEC_CHECK = 1
export CORE_UTILIZATION = 30
$ cat flow/constraint.sdc
current_design admin_detector

set clk_period 4.7
set clk_io_pct 0.2

create_clock -name clk0 -period $clk_period [get_ports {clk}]

set non_clock_inputs [all_inputs -no_clocks]
set_input_delay [expr $clk_period * $clk_io_pct] -clock clk0 $non_clock_inputs
set_output_delay [expr $clk_period * $clk_io_pct] -clock clk0 [all_outputs]
$ cat flow/design.v
module admin_detector(
    input clk,                   
    input rst_n,                 
    input [3:0] key_value,       
    input key_valid,             
    input setting_en,            
    input [15:0] input_pwd,      
    output reg [15:0] new_pwd,   
    output reg pwd_save,         
    output reg setting_done,      
	 output reg counter            
);
localparam IDLE      = 3'b000;  
localparam INPUT_NEW = 3'b010;  
localparam TEMP      = 3'b011;  
localparam KEYA = 4'b1010;  
localparam KEYB = 4'b1011;  
localparam KEYC = 4'b1101;  
reg [2:0] setting_state;        
reg [2:0] pwd_cnt;              
reg [15:0] input_pwd_buf;       
reg [15:0] new_pwd_temp;
always @(posedge clk or negedge rst_n) begin
    if (!rst_n) begin
        setting_state  <= IDLE;
        new_pwd        <= 16'hFFFF;      
        pwd_save       <= 1'b0;
        setting_done   <= 1'b0;
        pwd_cnt        <= 3'd0;
        input_pwd_buf  <= 16'h0000;
    end 
    else begin
        pwd_save       <= 1'b0;
        setting_done   <= 1'b0;
        case (setting_state)
            IDLE: begin
                pwd_cnt       <= 3'd0;
                input_pwd_buf <= 16'h0000;
                if (setting_en) begin
                    setting_state <= INPUT_NEW;
                end
            end
            INPUT_NEW: begin
                if (key_valid && key_value <= 4'd9) begin
                    if (pwd_cnt < 4) begin
                        input_pwd_buf <= {input_pwd_buf[11:0], key_value};
                        pwd_cnt <= pwd_cnt + 1'b1;
                    end
                end
                else if (key_valid && key_value == KEYB) begin
                    if (pwd_cnt > 0) begin
                        pwd_cnt <= pwd_cnt - 1'b1;
                        input_pwd_buf <= {4'h0, input_pwd_buf[15:4]};   
                    end
                end
                else if (key_valid && key_value == KEYA) begin
                    if (pwd_cnt == 4) begin       
                        new_pwd      <= input_pwd_buf;
                        pwd_save     <= 1'b1;
                        setting_done <= 1'b1;
                        setting_state<= IDLE;      
                    end
                end
                else if (key_valid && key_value == KEYC) begin
                    setting_state <= IDLE;
                end
                else begin
                    setting_state <= INPUT_NEW;
                end
            end
            default: setting_state <= IDLE;
        endcase
    end
end
endmodule
$ cat flow/run.sh
#!/bin/bash
# OpenROAD 26Q1-2900-gdf79404cd8, Yosys 0.63+post, stock flow scripts
make -C /OpenROAD-flow-scripts/flow DESIGN_CONFIG=/design/flow/config.mk WORK_HOME=/design/flow/orfs finish
==> impl_metrics.env <==
# source this file to load flow results
export IMPL_cap_violations=0
export IMPL_arrival_ns=3.13
export IMPL_ys_warn_count=2
export IMPL_min_period_ns=2.955
export IMPL_lay_top_cells="nand2_1, clkdlybuf4s50_1, dfrtp_1, dfstp_2"
export IMPL_syn_area_um2=1876
export IMPL_area_growth_pct=20.61
export IMPL_grt_max_degree=39
export IMPL_synthCells=159
export IMPL_synthArstFlopShare_pct=100.0
export IMPL_antenna_found_initial=0
export IMPL_clkPwrFrac_pct=34.5
export IMPL_dp_hpwl_mm=2.260
export IMPL_hold_start="setting_state[0]$_DFF_PN1_"
export IMPL_num_antenna_cells=0
export IMPL_report_final_slew_viol_count=0
export IMPL_wl_mm=3.367
export IMPL_grt_pass1_vias=1186
export IMPL_power_leakage_nw=0.9211
export IMPL_power_switching_uw=245.2
export IMPL_syn_avg_cell_area_um2=11.80
export IMPL_required_ns=4.88
export IMPL_drtAntennaViolNets=0
export IMPL_overflow=0
export IMPL_htreeDepth=2
export IMPL_edf_count=0
export IMPL_yosys_cells=159
export IMPL_switching_share_pct=29.70
export IMPL_p_comb_share_pct=18.1
export IMPL_grt_pass1_wl_mm=5.906
export IMPL_rsz0062_at_grt="no"
export IMPL_max_slew_margin_pct=66.60
export IMPL_cp_start_kind="input port"
export IMPL_busiest_layer="met1"
export IMPL_fmax_mhz=338.4
export IMPL_fin_skew_ns=0.006877
export IMPL_use_met3_pct=2.052
export IMPL_vdd_ir_drop_worst_uv=212.6
export IMPL_layout_cells_non_filler=259
export IMPL_tns_ns=0
export IMPL_routedWlPerCell_um=13.00
export IMPL_p_int_uw=580.2
export IMPL_dp_cells=251
export IMPL_die_width_um=81.07
export IMPL_pin_count=43
export IMPL_grtUsageMet2_pct=15.88
export IMPL_ctsHoldBuffers=0
export IMPL_tritoncts="done"
export IMPL_hold_path_class="flip-flop to flip-flop"
export IMPL_status="completed"
export IMPL_warnings=41
export IMPL_fp_util_pct=31.31
export IMPL_grt_use_met1_pct=20.75
export IMPL_cp_end_kind="flip-flop"
export IMPL_p_per_area_nw_per_um2=364.9
export IMPL_gp_congestion=0.8028
export IMPL_flop_cell="dfrtp_1"
export IMPL_path_class="input port to flip-flop"
export IMPL_cp_max_fo=26
export IMPL_synth_flops=38
export IMPL_vias=1234
export IMPL_cp_startpoint="key_value[1]"
export IMPL_final_hold_violation_count=0
export IMPL_cts_resized=0
export IMPL_first_pass_iters=4
export IMPL_port_buffers=25
export IMPL_first_iter_violations=67
export IMPL_clkTransAtPathRegs_ns=0.07
export IMPL_r2r_start="pwd_cnt[1]$_DFFE_PN0P_"
export IMPL_yosys_area_um2=1876
export IMPL_cts_root_buf="clkbuf_8"
export IMPL_die_h_um=81.07
export IMPL_row_count=28
export IMPL_clock_path_buffers=2
export IMPL_dieArea_um2=6572
export IMPL_tightest_slew_ns=0.4996
export IMPL_postCtsSetupRepairBufs=0
export IMPL_clock_latency_ns=0.29
export IMPL_pwr_share_seq_pct=47.5
export IMPL_cts_buffers=5
export IMPL_setup_viol=0
export IMPL_drt_vias_per_instance=4.764
export IMPL_synth_cell_types=39
export IMPL_route_detailed_drc=0
export IMPL_min_period_over_period_pct=62.88
export IMPL_track_usage_pct=12.01
export IMPL_clock_sinks=38
export IMPL_core_um2=5991
export IMPL_layout_drive_gt1_share_pct=28.26
export IMPL_postSynthSeqShare_pct=51.83
## cells in the mapped netlist, drive strengths merged, types with 2 or more instances
library cell  number  share of area, %
nand2             25               5.1
dfrtp             21                28
dfstp             17                24
mux2              16                11
o21ai             11               3.7
mux2i             10               5.3
o31ai             10               4.0
buf                9               4.5
nand3              9               2.4
nor2               3              0.60
a21oi              2              0.53
and2               2              0.67
clkbuf             2              0.40
inv                2              0.40
nand2b             2              0.67
nor3               2               1.1
o21a               2              0.80
## cell type report
type                            instances  area (µm²)
Clock buffer                            7       86.33
Clock inverter                          1       30.03
Fill cell                             580        3729
Inverter                                2       7.507
Multi-Input combinational cell        108       804.5
Sequential cell                        38       972.2
Tap cell                               75       93.84
Timing Repair Buffer                   28       267.8
## metal layers
layer	vias to the layer above	part of all wire, %
met5	-	0
met4	0	1.5
met3	7	4.5
met2	34	40
met1	583	54
li1	610	-
## path summary, 6_finish.rpt
path | end | depth (start not counted) | slack [ns]
max in group asynchronous | new_pwd[5]$_DFFE_PN1P_ | 2 | 3.65
min in group asynchronous | input_pwd_buf[10]$_DFFE_PN0P_ | 2 | 0.69
setup reg to reg | new_pwd[1]$_DFFE_PN1P_ | 5 | 2.67
setup / recovery | input_pwd_buf[3]$_DFFE_PN0P_ | 6 | 1.74
hold / removal | setting_state[0]$_DFF_PN1_ | 2 | 0.51
hold reg to reg | setting_state[0]$_DFF_PN1_ | 2 | 0.51
## power groups by stage
stage	Clock [mW]	Combinational (mW)	Sequential, mW
after CTS	0.293	0.151	0.392
after global routing	0.311	0.168	0.398
final	0.285	0.149	0.392
## registers in the layout, indices dropped and copies added, names as in the netlist
signal / flops
input_pwd_buf: 16
setting_done: 1
new_pwd: 16
setting_state: 2
pwd_cnt: 3
## per-stage QoR
stage | setup slack (ns) | util [%] | area, µm² | power (mW) | hold slack (ns)
final | 1.745 | 37.76 | 2262 | 0.8254 | 0.5075
after global routing | 1.637 | 37.76 | 2262 | 0.8779 | 0.5287
after CTS | 1.742 | 37.76 | 2262 | 0.8371 | 0.5086
after detailed placement | 1.450 | 35.82 | 2146 | 0.5491 | 0.5003
after global placement | 1.442 | 35.82 | 2146 | 0.5455 | 0.4912
after floorplan | 2.342 | - | 1876 | 0.5163 | 0.4578
## worst max-delay path, cell delays in order
cell             delay, ns
clkdlybuf4s50_1       0.56
o21ai_2               0.25
and2_1                0.42
o211ai_2              0.30
buf_4                 0.31
o41ai_1               0.33
## logic make-up after synthesis
family          after synthesis  synth area share (%)
buf+inv                      13                 5.270
fa+ha+maj                     1                0.6670
compound gates               32                 12.28
mux                          26                 16.74
simple gates                 47                 12.54
other cells                   1                0.1999
flops                        38                 51.83
xor+xnor                      1                0.4671
Power and IR drop assume default switching activity.
